==> /design/flow/design.v <==
`timescale 1ns / 1ps
module taskthree
 (input [3:0] a,b,
    input cin,
    output co,
    output [3:0] s
    );
wire c1,c2,c3;
fulladder fa0(a[0],b[0],cin,s[0],c1);
fulladder fa1(a[1],b[1],c1,s[1],c2);
fulladder fa2(a[2],b[2],c2,s[2],c3);
fulladder fa3(a[3],b[3],c3,s[3],co);
endmodule
module fulladder(input A,B,C,output sum,carry );
wire d0,b0,b1;
halfadder g1(A,B,d0,b0);
halfadder g2(d0,C,carry,b1);
or g3(sum,b1,b0);
endmodule
module halfadder(a,b,s,c);
input a,b;
output s,c;
assign s=a^b;
assign c=a&b;
endmodule
==> /design/flow/run.sh <==
#!/bin/bash
# OpenROAD 26Q1-2900-gdf79404cd8, Yosys 0.63+post, stock flow scripts
make -C /OpenROAD-flow-scripts/flow DESIGN_CONFIG=/design/flow/config.mk WORK_HOME=/design/flow/orfs finish
==> /design/flow/config.mk <==
export PLATFORM = sky130hd
export DESIGN_NAME = taskthree
export DESIGN_NICKNAME = taskthree
export VERILOG_FILES = /design/flow/design.v
export SDC_FILE = /design/flow/constraint.sdc
export NUM_CORES = 4
export LEC_CHECK = 1
export CORE_AREA = 10 10 70 70
export DIE_AREA = 0 0 80 80
==> /design/flow/constraint.sdc <==
current_design taskthree

set clk_period 2.9
set clk_io_pct 0.2

create_clock -name clk0 -period $clk_period

set non_clock_inputs [all_inputs -no_clocks]
set_input_delay [expr $clk_period * $clk_io_pct] -clock clk0 $non_clock_inputs
set_output_delay [expr $clk_period * $clk_io_pct] -clock clk0 [all_outputs]
==> run summary <==
Figures from the flow reports.

Status:
- The run finished, with violations left.
- The checks that failed: negative setup slack.

Route:
- In the log, the iteration count for the first detailed-route pass is 1.
- The run gives the via total after detailed routing as 128.
- The run gives the initial detailed-routing violation count as 0.
- In the routed layout, each cell is associated on average with a via count of 1.73.
- The run gives the wire length reported by the detailed router as 401 um.
- The run puts the number of antenna repair diodes at 0.
- Per the post-route antenna check, the number of violating nets is 0.
- The run puts the count of unresolved DRC violations after routing at 0.
- For this sky-water flow run, the detailed-routed wirelength per cell is reported as 5.42 um.

Logic synthesis:
- The run gives the count of warnings emitted by yosys as 0.
- The cell count after synthesis came out at 18.
- The synth_stat.txt file lists the number of cells as 18.
- Synthesis instantiated 3 different standard cells from the library.
- The run gives the portion of the post-synthesis area used by sequential elements as 0.
- The run gives the yosys stat chip area as 148 um2.
- The run puts the post-synth design cell area at 148 um2.
- The run gives the mean instance size in the synthesized netlist as 8.20 um2.

Setup path:
- The run gives the highest-delay cell along the critical path as sky130_fd_sc_hd__fa_1.
- The run gives the kind of start point of the critical path as an input pin.
- The run gives the kind of cell adding the most delay to the critical path as adder cells.
- The run gives the stage delay of the slowest cell on the critical path as 520 ps.
- The critical path goes through buf_6 > inv_2 > fa_1 > inv_1 > fa_1 > fa_1 > inv_2 > fa_2 > inv_1 > buf_2.
- The run gives the sort of element at the end of the critical path as a primary output.
- The critical path maximum fanout is 1.
- The worst setup path is of the input pin to primary output kind.
- The run gives the arrival time of the worst setup path as 2910 ps.
- By instance count, the cell type seen most on the critical path is sky130_fd_sc_hd__fa_1.
- The run gives the number of buffers and inverters on the critical path as 6.
- Data on the critical path is required at its endpoint by 2320 ps.

Final layout:
- Fill cells in the final layout number 406.
- The most common logic cell in the final layout is sky130_fd_sc_hd__clkdlybuf4s50_1.
- After routing the design area is 299 um2.
- The top cell types in the final layout, fill and taps aside, are sky130_fd_sc_hd__clkdlybuf4s50_1, sky130_fd_sc_hd__inv_1, sky130_fd_sc_hd__inv_2, sky130_fd_sc_hd__buf_2, sky130_fd_sc_hd__fa_1.
- The layout summary lists the proportion of cells stronger than drive strength 1 as 0.357.
- From synthesis to final layout, the design area changed by 103%.
- The run puts the sequential cell area at 0 um2.
- The run puts the clock buffer count in the final layout at 0.
- The run puts the flop count at 0.
- The run puts the area of the multi-input gates at 82.6 um2.

Timing:
- The run puts the final setup slack of the worst path at -593 ps.
- Dividing the final minimum period by the clock period gives 1.20.
- The run puts the final hold violation count at 0.
- The run puts the slew at the pin with the worst max-slew slack at 117 ps.
- The run gives the final-report setup violation count as 3.
- The run puts the final tally of max-slew violations at 0.
- The run gives the timing-limited maximum frequency as 286 MHz.
- The run gives the normalized max-slew margin as 0.922.
- Setup repair after global routing could not meet its margin everywhere.
- The run gives the final critical path time including I/O delays and setup as 3490 ps.

Job:
- The report counts max-capacitance violations totalling 0.
- The run puts the number of warning messages in the logs at 35.

Hold path:
- The worst hold path terminates at s[0].
- The worst hold path belongs to the class input pin to primary output.
- Hold analysis shows the worst path with a depth of 5.
- Looking at hold timing, the worst path starts from cin.

Place:
- The run gives the cell area after placement as 315 um2.
- The run gives the routability-driven placement congestion ratio as 0.761.
- The run puts the count of input and output buffers at 14.
- The run gives the detailed placer's ending HPWL as 383 um.

Pwr:
- The run puts the maximum VDD drop at 0.0542 mV.
- The run gives the sequential share of power as 0.
- Of the total power, combinational logic draws 1.000.
- Total power normalized to cell area comes to 202 mW/mm2.
- The run gives the switching share of power as 0.368.
- The run gives the portion of total power attributed to the clock network as 0.
- For this design the static power due to leakage is 0.134 nW.
- The run puts the total chip power at 60.4 uW.
- The power report puts the net switching power at 22.2 uW.
- The run puts the cell-internal power at 38.2 uW.

Global route:
- Total global-route track usage over all layers is 0.0123.
- Summed over all layers, the global routing overflow is 0.
- The run puts the wire length of the first global-routing pass at 662 um.
- Entering global routing, the biggest net connects 2 pins.
- The run gives the number of antenna violations at the first check in global routing as 0.
- The run gives the number of global-route vias before repair as 154.

Floorplan:
- According to the floorplan report, the die width is 80 um.
- The run gives the overall die height as 80 um.
- The run puts the standard cell core area at 0.00342 mm2.
- In the floorplan report the effective utilization is 0.0432.
- The run puts the floorplan die area at 0.00640 mm2.
- The run gives the number of primary I/O pins as 14.
- The run puts the number of cell rows at 21.
## synthesized netlist by cell type
cell type	n	area (um2)
sky130_fd_sc_hd__inv_1	10	37.5
sky130_fd_sc_hd__fa_1	4	80.1
sky130_fd_sc_hd__buf_4	4	30.0
## power groups by stage
stage	clock network [mW]	registers (mW)	logic, mW
after CTS	0	0	0.0629
after global routing	0	0	0.0707
final	0	0	0.0604
## layout make-up
cell class         count  share of cell area
inverters             10               0.126
multi-input cells      4               0.276
well taps             46               0.192
repair buffers        14               0.406
## tightest hold or removal path, delay by kind of cell
family / cells / cell delay (ps)
adders and majority gates: 1 / 160
buffers and inverters: 4 / 560
## cells by family after synthesis
logic type / share of synthesized area
adder cells (fa/ha/maj): 0.542
buffers and inverters: 0.458
## worst max path at each step
| stage | start | end | cells after the start |
|---|---|---|---|
| finish | cin | co | 10 |
| global route | cin | co | 10 |
| CTS | cin | co | 10 |
## timing repair
item,in CTS,in global routing
setup endpoints to repair,4,3
buffers inserted,0,0
hold buffers,0,0
pin swaps,4,4
gates resized,19,2
endpoints found under the hold margin,0,0
## routing by layer
layer  track usage  up-vias  wire length (um)
met5             0        -                 0
li1              -       60                 -
met2        0.0152       14                93
met3       0.00682        0                97
met4             0        0                 0
met1        0.0187       54               210
## through the flow
stage	hold WS [ps]	setup TNS (ps)	util	std cells	setup WS (ps)
after floorplan	1380	-609	-	18	-310
after global placement	2200	-3250	0.0923	74	-1300
after detailed placement	2210	-3310	0.0923	74	-1320
after CTS	1900	-1450	0.0875	74	-677
after global routing	1930	-1450	0.0875	74	-680
final	1880	-1210	0.0875	74	-593
Power figures rest on the tool's default switching activity, not on a simulated workload.
