File: /design/flow/run.sh
#!/bin/bash
# OpenROAD 26Q1-2900-gdf79404cd8, Yosys 0.63+post, stock flow scripts
make -C /OpenROAD-flow-scripts/flow DESIGN_CONFIG=/design/flow/config.mk WORK_HOME=/design/flow/orfs finish
File: /design/flow/config.mk
export PLATFORM = sky130hd
export DESIGN_NAME = updowncode
export DESIGN_NICKNAME = updowncode
export VERILOG_FILES = /design/flow/design.v
export SDC_FILE = /design/flow/constraint.sdc
export NUM_CORES = 4
export LEC_CHECK = 1
export CORE_AREA = 10 10 73 73
export DIE_AREA = 0 0 83 83
File: /design/flow/constraint.sdc
current_design updowncode

set clk_period 3.7
set clk_io_pct 0.2

create_clock -name clk0 -period $clk_period [get_ports {clk}]

set non_clock_inputs [all_inputs -no_clocks]
set_input_delay [expr $clk_period * $clk_io_pct] -clock clk0 $non_clock_inputs
set_output_delay [expr $clk_period * $clk_io_pct] -clock clk0 [all_outputs]
File: /design/flow/design.v
`timescale 1ns / 1ps
module updowncode(
    input clk,rst,up,
output reg [7:0] c);
always @(posedge clk, negedge rst) 
begin
if (!rst) begin
c <= 2'b0;
end
else if (up) begin
c <= c + 1;
end
else begin
c<= c - 1;
end
end
endmodule
==> reports/metrics.cfg <==
[setup_path]
crit_path_top_delay_cell=clkdlybuf4s50_1
worstSetupPathDepth=7
startpoint_type=primary input
crit_type=in2reg
cp_common_cell=a21oi_1
worstPathBufferInverterCount=2
cp.required_ps=3850
path_cells=clkdlybuf4s50_1, inv_1, fa_1, a21oi_1, o211ai_1, a21oi_1, xnor2_1
critPathMaxFanout=7
critPathTopFamily=buffers and inverters
slowest_delay_ps=500
r2r_cells=5
worstSetupEndpointType=flop
crit_arrival_ps=2490

[final_timing]
hold_slack_ps=542
tns_ps=0
slew_headroom=0.747
slew_violations=0
finalHoldViolations=0
worst_pin_slew_ps=379
setup_viol=0
finalCriticalPeriod_ps=2340
min_period_over_period=0.633
skew_ps=1.61
max_freq_mhz=427
grt_setup_unrepaired=false

[synthesis]
ys_types=17
mux_share=0
top_cell_area_share=0.416
syn_inst=44
synth_area_um2=482
xor_share=0.109
yosysTopAreaCell=dfrtp_1
synth_area_per_cell_um2=10.9
ys_top_logic_family=adder cells
simple_gate_area_frac=0.0597
ys_area_um2=482
postSynthSeqShare=0.416
synthAdderAreaFrac=0.197
aoi_share=0.195
synth-seq-cells=8
ys_warn_count=1
ys_cells=44
topCellsByArea=dfrtp_1 (42%), ha_1 (16%), xnor2_1 (9.1%)

[die]
die_h_um=83
dieWidth_um=83
rows=22
die_area_mm2=0.00689
core_mm2=0.00374
ios=11
fp_util=0.129

[cts]
cts_made_buffers=3
cts_tree=built
cts.sinks=8
htree_levels=1
cts_root_buffer=clkbuf_8
worstSkewPairLatency_ps=220
cts.clk_slew.worst_paths_ps=40
cts_resized=0
hold_buffers=0
cts_setup_buffers=0
cts_buffer_depth=2

[layout]
drive_gt1_frac=0.0877
largest_reg_flops=8
fin_area_um2=683
biggestRegsByFlops=c: 8 flops
largest-register=c
area_growth_pct=41.8

[hold_path]
hold_path_class=reg2reg
holdPathStages=1

[route]
drt_iter0_drc=40
vias=367
drt-wirelength-per-cell_um=9.71
drtAntennaViolNets=0
first_pass_iters=4
wl_mm=1.02
insertedDiodeCount=0
drcViolationCount=0
viasPerCell=3.50

[power_and_ir_drop]
p_leak_nw=0.275
p_sw_uw=188
cellPowerDensity_mw_per_mm2=828
intPower_uw=378
irDropWorstVdd_v=0.000164
seq_power_share=0.281
p_comb_frac=0.540
pwr-share-clk=0.180
swShare=0.333

[run]
warnings=25
maxCapViolations=0

[global_route]
grt_max_degree=9
grt.overflow.total=0
grt_usage=0.0303
grt_pass1_vias=373
grt_first_pass_wirelength_mm=1.73
antenna_found_initial=0

[placed_design]
io_buffer_count=10
dpl_cell_area_um2=642
gp_congestion=0.845

[run_status]
status=finished clean

## synthesized netlist by cell type, drive strengths merged
| cell | number |
|---|---|
| a21oi | 5 |
| o211ai | 1 |
| nor2b | 1 |
| a211oi | 2 |
| a41oi | 1 |
| xor2 | 1 |
| o21bai | 1 |
| inv | 3 |
| o21ai | 2 |
| fa | 1 |
| ha | 6 |
| nand2 | 3 |
| nor2 | 3 |
| dfrtp | 8 |
| xnor2 | 5 |
| a21o | 1 |
## path summary, 6_finish.rpt
check                          startpoint              to  slack (ps)
max                                    up  c[6]$_DFF_PN0_        1360
min                        c[0]$_DFF_PN0_  c[0]$_DFF_PN0_         540
max reg2reg                c[0]$_DFF_PN0_  c[6]$_DFF_PN0_        2060
min reg2reg                c[0]$_DFF_PN0_  c[0]$_DFF_PN0_         540
max in group asynchronous             rst  c[4]$_DFF_PN0_        2630
min in group asynchronous             rst  c[2]$_DFF_PN0_         800
## power by group through the flow
stage | sequential [mW] | combinational [mW] | clock (mW)
CTS | 0.160 | 0.312 | 0.105
global route | 0.166 | 0.348 | 0.110
finish | 0.159 | 0.305 | 0.102
## cell usage in the layout (no fill, tap or decap), drive strengths merged, types with 3 or more instances in the layout
cell type      synthesis  routed
xnor2                  5       5
ha                     6       6
inv                    3       3
nand2                  3       3
clkbuf                 0       3
clkdlybuf4s50          0      10
a21oi                  5       5
nor2                   3       3
dfrtp                  8       8
## layout make-up
class	count	area (um2)
Multi-Input combinational cell	33	270
Timing Repair Buffer	10	100
Clock buffer	3	41.3
Sequential cell	8	200
Tap cell	48	60.1
Fill cell	422	3060
Inverter	3	11.3
## metrics by stage
step           total power [mW]   util  instances  setup slack [ps]
6_report                  0.566  0.182        105              1360
3_5_place_dp              0.471  0.171        102              1140
4_1_cts                   0.578  0.182        105              1360
3_3_place_gp              0.465  0.171        102              1160
2_1_floorplan             0.347      -         44              1810
5_1_grt                   0.624  0.182        105              1210
## metal layers
layer / global-route usage / vias to the layer above / wire length [um]
li1: - / 182 / -
met1: 0.0373 / 173 / 491
met2: 0.0454 / 10 / 440
met3: 0.0187 / 2 / 79
met4: 0.00308 / 0 / 8
met5: 0 / - / 0
## cells by family (layout without fill, tap and decap cells)
group / Yosys count / after routing
AND-OR/OR-AND: 13 / 13
XOR/XNOR: 6 / 6
adder cells (fa/ha/maj): 7 / 7
buffers and inverters: 3 / 16
flip-flops: 8 / 8
AND/OR/NAND/NOR: 7 / 7
Power figures rest on the tool's default switching activity, not on a simulated workload.
